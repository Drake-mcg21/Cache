[run.sh]
#!/bin/bash
# OpenROAD 26Q1-2900-gdf79404cd8, Yosys 0.63+post, stock flow scripts
make -C /OpenROAD-flow-scripts/flow DESIGN_CONFIG=/design/flow/config.mk WORK_HOME=/design/flow/orfs finish
[config.mk]
export PLATFORM = sky130hd
export DESIGN_NAME = alu32
export DESIGN_NICKNAME = alu32
export VERILOG_FILES = /design/flow/design.v
export SDC_FILE = /design/flow/constraint.sdc
export NUM_CORES = 4
export LEC_CHECK = 1
export CORE_UTILIZATION = 40
[constraint.sdc]
current_design alu32

set clk_period 13.0
set clk_io_pct 0.2

create_clock -name clk0 -period $clk_period

set non_clock_inputs [all_inputs -no_clocks]
set_input_delay [expr $clk_period * $clk_io_pct] -clock clk0 $non_clock_inputs
set_output_delay [expr $clk_period * $clk_io_pct] -clock clk0 [all_outputs]
[design.v]
`timescale 1ns / 1ps
module alu32(
    input [31:0] op1,	
    input [31:0] op2,
    input [2:0] control,
    output reg [31:0] result,
    output zero);
initial
    result = 32'd0;
assign zero = (result == 32'd0) ? 1'b1: 1'b0;
always @(*)
    begin
        case(control)
            6'b000:  
                result = op1 + op2;
            6'b001:  
                result = op1 - op2;
            6'b010:  
                result = op1 << op2;
			6'b011:  
                result = op1 >> op2;
            6'b100:  
                result = op1 & op2;
            6'b101:  
                result = op1 | op2;
            6'b110:  
                result = op1 ^ op2;
			6'b111: begin if (op1<op2) result = 32'd1;  
				else result = 32'd0;
				end
            default:  
                result = op1 + op2;
            endcase
    end
endmodule
==> reports/results.md <==
| Stage | Parameter | Reported |
|:---|:---|:---|
| status | Outcome | finished clean |
| power and ir drop | Sequential fraction of design power | 0% |
| sta | Crit path time final | 10.61 ns |
| flow run | Count of warning messages emitted by the tools | 96 |
| yosys | Largest area contributor in the netlist | mux4_2 |
| power and ir drop | Leakage Power | 0.00426 uW |
| drt | Antenna diode instance count | 0 |
| clock tree | # Post-CTS Setup Buffers | 0 |
| power and ir drop | Proportion of power drawn by the clock network | 0% |
| global routing | First-pass GRT wire length | 69,900 um |
| setup path | Slowest library cell on the worst path | a311oi_1 |
| yosys | Synthesized area per cell | 7.17 um^2 |
| yosys | Top cells by area in the synthesized netlist | mux4_2 13%, ha_1 12%, o21ai_0 5.7% |
| sta | Number of setup violations in the final report | 0 |
| placed design | Detailed placement HPWL | 35,600 um |
| setup path | Setup crit end kind | primary output |
| cells and area | Register Area | 0 um^2 |
| flow run | Max_cap viols | 0 |
| cells and area | Number of fill cells | 2,455 |
| cells and area | Layout clock buffer count | 0 |
| setup path | Worst setup startpoint | op2[5] |
| sta | Final count of hold timing violations | 0 |
| power and ir drop | Switching share of power | 59.5% |
| global routing | Total global routing overflow | 0 |
| power and ir drop | VDD IR-drop max | 0.0197 mV |
| setup path | WS Path Type | primary input to primary output |
| drt | Highest routing layer actually used | met5 |
| yosys | Total number of yosys warnings | 1 |
| placed design | GPL Wtd Cong | 1.06 |
| cells and area | Growth of design area from synthesis to finish | 10.4% |
| floorplan | Count of boundary I/O pins | 100 |
| sta | Least-Margin Pin Slew | 0.907 ns |
| cells and area | Flop count | 0 |
| drt | Per-cell via count in the routed design | 6.85 |
| global routing | Pin count of the biggest net entering global routing | 59 |
| setup path | Top fanout value on the critical path | 24 |
| placed design | Count of input and output buffers | 100 |
| yosys | Sequential element share of the synthesized area | 0% |
| setup path | Arrival time of the worst setup path | 8.01 ns |
| power and ir drop | Total internal power | 192 uW |
| sta | Accumulated negative setup slack | 0 ns |
| clock tree | Count of hold buffers inserted by post-cts repair | 0 |
| drt | Average wire per standard cell | 27.7 um |
| drt | Post-Route M1 WL | 19,800 um |
| sta | Unrepaired setup endpoints after global routing | no |
| clock tree | Post-cts gate resize count | 0 |
| global routing | Global routing usage summed across all routing layers | 38.4% |
| sta | Maximum clock rate | 0.0943 GHz |
| power and ir drop | PD cells | 44.0 nW/um^2 |
| drt | Number of DRC markers after the initial detailed-route iteration | 1,327 |
| drt | Vias | 11,500 |
| drt | Met2 WL | 20,700 um |
| yosys | Largest type area fraction | 13.1% |
| setup path | Cell chain of the critical path | clkdlybuf4s50_1 -> buf_4 -> clkinv_1 -> ha_1 -> or3_1 -> o2111a_1 -> a311oi_1 -> o21ai_0 -> a211oi_1 -> a211oi_1 -> xnor2_1 -> o221ai_1 -> nor4_1 -> nand4_1 -> nor4_2 -> clkdlybuf4s50_1 |
| floorplan | Total number of placement rows | 56 |
| yosys | Number of cells in Yosys stat | 1,365 |
| drt | Count of TritonRoute iterations in the first routing pass | 5 |
| drt | Antenna Violating Nets Remaining | 0 |
| global routing | Number of global-route vias before repair | 10,800 |
| drt | Remaining routing DRC violations | 0 |
| sta | Hold_ws | 6.48 ns |
| cells and area | Multi-input gate area in the final layout | 8790 um^2 |
| floorplan | Floorplan-stage core utilization | 41.2% |
| floorplan | Die area | 25,100 um^2 |
| yosys | Post-synthesis instance area | 9780 um^2 |
| yosys | Cells after synthesis | 1,365 |
| yosys | Yosys stat area | 9780 um^2 |
| floorplan | Area of the core | 23,800 um^2 |
| worst hold path | Worst min-delay path category | primary input to primary output |
| setup path | Termination of the worst setup path | zero |
| global routing | Initial antenna violation count | 1 |
| setup path | Startpoint class of the critical path | primary input |
| power and ir drop | Switching component of the power | 283 uW |
| worst hold path | Cells on Worst Hold Path | 5 |
| cells and area | Share of post-route cells with drive strength above 1 | 10.5% |
| setup path | Stage delay of the slowest cell on the critical path | 0.78 ns |
| setup path | Data required time of the critical path | 10.40 ns |
| drt | Final Routed Wirelength | 46,700 um |
| sta | Final critical-path share of the clock period | 81.6% |
| sta | Relative slew margins | 39.2% |
| yosys | Post-synth cell types | 93 |
| power and ir drop | Portion of total power attributed to combinational logic | 100.0% |
| drt | Metal3 WL | 4510 um |
| sta | Pins over their slew limit | 0 |
| floorplan | Die span in x | 158 um |
| floorplan | Vertical extent of the die | 158 um |
power groups by stage:
stage | Combinational (uW) | Clock (uW) | Sequential, uW
after CTS | 464 | 0 | 0
after global routing | 507 | 0 | 0
final | 475 | 0 | 0
worst max-delay path, delay by kind of cell:
family          cells  cell delay [ns]
buf+inv             4             1.69
fa+ha+maj           1             0.53
compound gates      6             1.88
xor+xnor            1             0.16
simple gates        4             1.14
synth_stat cells, types with 6 or more instances:
cell type	instances
xnor2_1	18
mux4_2	57
or3_1	10
nand2b_1	16
mux2i_1	45
inv_1	96
nor3_1	30
nand2_1	123
buf_1	11
clkbuf_1	74
o21a_1	7
a22oi_1	14
buf_4	12
nor4_1	16
a21oi_1	98
o21bai_1	8
a21o_1	17
a221oi_1	15
a211oi_1	24
a31oi_1	22
mux2_2	22
o311ai_0	8
a22o_1	7
nor2_1	112
and2_1	6
and3_1	9
o211a_1	7
o21ai_0	111
nand3b_1	6
o31ai_1	7
o2bb2ai_1	6
o211ai_1	25
o2111ai_1	8
nand4_1	14
nor2b_1	12
nand3_1	26
o22ai_1	11
buf_2	28
ha_1	96
cells by family (layout without fill, tap and decap cells):
family | Yosys count | count (layout) | synth area share, %
adder cells (fa/ha/maj) | 98 | 98 | 12.7
XOR/XNOR | 22 | 22 | 1.97
multiplexers | 129 | 129 | 21.6
buffers and inverters | 231 | 232 | 10.3
AND/OR/NAND/NOR | 414 | 414 | 20.7
AND-OR/OR-AND | 471 | 471 | 32.8
layer usage:
layer  up-vias  global-route usage, %
li1       5172                      -
met1      5538                   54.9
met2       711                   59.4
met3       118                   6.98
met4         2                   11.3
met5         -                      0
layout by cell type (no fill, tap or decap), types with 9 or more instances in the layout:
cell / netlist / layout
a21oi_1: 98 / 98
inv_1: 96 / 96
ha_1: 96 / 96
mux4_2: 57 / 57
nand4_1: 14 / 14
a211oi_1: 24 / 24
or3_1: 10 / 10
a21o_1: 17 / 17
xnor2_1: 18 / 18
nand2b_1: 16 / 16
mux2_2: 22 / 22
clkdlybuf4s50_1: 0 / 96
a22oi_1: 14 / 14
and3_1: 9 / 9
nor4_1: 16 / 16
o22ai_1: 11 / 11
o211ai_1: 25 / 25
nor3_1: 30 / 30
buf_4: 12 / 35
nand2_1: 123 / 123
a31oi_1: 22 / 22
o21ai_0: 111 / 111
nor2_1: 112 / 112
a221oi_1: 15 / 15
nor2b_1: 12 / 11
nand3_1: 26 / 26
mux2i_1: 45 / 45
area by class of cell:
| type | instances | share of cell area (%) |
|---|---|---|
| Tap cell | 319 | 3.70 |
| Timing Repair Buffer | 133 | 11.4 |
| Multi-Input combinational cell | 1134 | 81.4 |
| Inverter | 99 | 3.44 |
how the worst min path moves through the flow:
stage / start / end
after CTS: control[0] / result[15]
after global routing: control[0] / result[15]
final: control[0] / result[15]
metrics by stage:
stage               setup WS (ns)  cells  utilization, %  total power (uW)  cell area (um^2)
floorplan                    3.90   1365               -               295              9780
global placement             2.59   1685            45.5               465             10800
detailed placement           2.53   1685            45.5               461             10800
CTS                          2.51   1685            45.5               464             10800
global route                 2.17   1685            45.5               507             10800
finish                       2.39   1685            45.5               475             10800
Power and IR drop assume default switching activity.
